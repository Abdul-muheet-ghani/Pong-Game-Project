`config.mk`:
```
export PLATFORM = sky130hd
export DESIGN_NAME = points
export DESIGN_NICKNAME = points
export VERILOG_FILES = /design/flow/design.v
export SDC_FILE = /design/flow/constraint.sdc
export NUM_CORES = 4
export LEC_CHECK = 1
export CORE_AREA = 10 10 111 111
export DIE_AREA = 0 0 121 121
```
`constraint.sdc`:
```
current_design points

set clk_period 2.9
set clk_io_pct 0.2

create_clock -name clk0 -period $clk_period [get_ports {clk}]

set non_clock_inputs [all_inputs -no_clocks]
set_input_delay [expr $clk_period * $clk_io_pct] -clock clk0 $non_clock_inputs
set_output_delay [expr $clk_period * $clk_io_pct] -clock clk0 [all_outputs]
```
`design.v`:
```
`timescale 1ns / 1ps
module frame
#(
    parameter START_Y_LOC = 0,
    parameter END_Y_LOC = 20,
    parameter START_X_LOC = 1,
    parameter END_X_LOC = 160
)
(
    input wire clk,
    input wire rst,
    input wire [9:0] counter_x,
    input wire [9:0] counter_y,
    output reg draw_frame
    );
    reg [7:0] counter_x_div;
    reg [7:0] counter_y_div; 
    always@ (posedge clk)
    begin
    counter_x_div <= counter_x[9:2];
    counter_y_div <= counter_y[9:2];    
        if(counter_y_div == START_Y_LOC)
        begin
            draw_frame <= 0;
        end
        else if(counter_y_div == START_Y_LOC + 1 || counter_y_div == END_Y_LOC - 2)
        begin
            if(counter_x_div >= START_X_LOC && counter_x_div <= END_X_LOC - 3)
            begin
                draw_frame <= 1;
            end
            else
            begin
                draw_frame <= 0;
            end
        end
        else if(counter_y_div >= START_Y_LOC + 2 && counter_y_div <= END_Y_LOC - 3)
        begin
            if((counter_x_div == START_X_LOC) || (counter_x_div == END_X_LOC - 3))
            begin
                draw_frame <= 1;
            end
            else
            begin
                draw_frame <= 0;
            end
        end
        else
        begin
            draw_frame <= 0;
        end
    end   
endmodule
module points(
    input clk,
    input [9:0] counter_x,
    input [9:0] counter_y,
    output draw_points
);
    parameter START_Y_LOC = 15;
    parameter END_Y_LOC = 20;
    parameter P2_GAPE = 103;
    parameter START_X_LOC_P1_1 = 4;
    parameter END_X_LOC_P1_1 = 9;
    parameter START_X_LOC_P1_2 = 9;
    parameter END_X_LOC_P1_2 = 14;
    parameter START_X_LOC_P1_3 = 14;
    parameter END_X_LOC_P1_3 = 19;
    parameter START_X_LOC_P1_4 = 19;
    parameter END_X_LOC_P1_4 = 24;
    parameter START_X_LOC_P1_5 = 24;
    parameter END_X_LOC_P1_5 = 29;
    parameter START_X_LOC_P2_1 = 29 + P2_GAPE;
    parameter END_X_LOC_P2_1 = 34 + P2_GAPE;
    parameter START_X_LOC_P2_2 = 34 + P2_GAPE;
    parameter END_X_LOC_P2_2 = 39 + P2_GAPE;
    parameter START_X_LOC_P2_3 = 39 + P2_GAPE;
    parameter END_X_LOC_P2_3 = 44 + P2_GAPE;
    parameter START_X_LOC_P2_4 = 44 + P2_GAPE;
    parameter END_X_LOC_P2_4 = 49 + P2_GAPE;
    parameter START_X_LOC_P2_5 = 49 + P2_GAPE;
    parameter END_X_LOC_P2_5 = 54 + P2_GAPE;
    wire draw_points_p1_1, draw_points_p1_2, draw_points_p1_3, draw_points_p1_4, draw_points_p1_5, draw_points_p2_1, draw_points_p2_2, draw_points_p2_3, draw_points_p2_4, draw_points_p2_5;
    frame #
    (
        .START_Y_LOC(START_Y_LOC),
        .END_Y_LOC(END_Y_LOC),
        .START_X_LOC(START_X_LOC_P1_1),
        .END_X_LOC(END_X_LOC_P1_1)
    )
    point_p1_1 (
        .clk(clk),
        .rst(1'b0),
        .counter_x(counter_x),
        .counter_y(counter_y),
        .draw_frame(draw_points_p1_1)
    );
    frame #
    (
        .START_Y_LOC(START_Y_LOC),
        .END_Y_LOC(END_Y_LOC),
        .START_X_LOC(START_X_LOC_P1_2),
        .END_X_LOC(END_X_LOC_P1_2)
    )
    point_p1_2 (
        .clk(clk),
        .rst(1'b0),
        .counter_x(counter_x),
        .counter_y(counter_y),
        .draw_frame(draw_points_p1_2)
    );
    frame #
    (
        .START_Y_LOC(START_Y_LOC),
        .END_Y_LOC(END_Y_LOC),
        .START_X_LOC(START_X_LOC_P1_3),
        .END_X_LOC(END_X_LOC_P1_3)
    )
    point_p1_3 (
        .clk(clk),
        .rst(1'b0),
        .counter_x(counter_x),
        .counter_y(counter_y),
        .draw_frame(draw_points_p1_3)
    );
    frame #
    (
        .START_Y_LOC(START_Y_LOC),
        .END_Y_LOC(END_Y_LOC),
        .START_X_LOC(START_X_LOC_P1_4),
        .END_X_LOC(END_X_LOC_P1_4)
    )
    point_p1_4 (
        .clk(clk),
        .rst(1'b0),
        .counter_x(counter_x),
        .counter_y(counter_y),
        .draw_frame(draw_points_p1_4)
    );
    frame #
    (
        .START_Y_LOC(START_Y_LOC),
        .END_Y_LOC(END_Y_LOC),
        .START_X_LOC(START_X_LOC_P1_5),
        .END_X_LOC(END_X_LOC_P1_5)
    )
    point_p1_5 (
        .clk(clk),
        .rst(1'b0),
        .counter_x(counter_x),
        .counter_y(counter_y),
        .draw_frame(draw_points_p1_5)
    );
    frame #
    (
        .START_Y_LOC(START_Y_LOC),
        .END_Y_LOC(END_Y_LOC),
        .START_X_LOC(START_X_LOC_P2_1),
        .END_X_LOC(END_X_LOC_P2_1)
    )
    point_p2_1 (
        .clk(clk),
        .rst(1'b0),
        .counter_x(counter_x),
        .counter_y(counter_y),
        .draw_frame(draw_points_p2_1)
    );
    frame #
    (
        .START_Y_LOC(START_Y_LOC),
        .END_Y_LOC(END_Y_LOC),
        .START_X_LOC(START_X_LOC_P2_2),
        .END_X_LOC(END_X_LOC_P2_2)
    )
    point_p2_2 (
        .clk(clk),
        .rst(1'b0),
        .counter_x(counter_x),
        .counter_y(counter_y),
        .draw_frame(draw_points_p2_2)
    );
    frame #
    (
        .START_Y_LOC(START_Y_LOC),
        .END_Y_LOC(END_Y_LOC),
        .START_X_LOC(START_X_LOC_P2_3),
        .END_X_LOC(END_X_LOC_P2_3)
    )
    point_p2_3 (
        .clk(clk),
        .rst(1'b0),
        .counter_x(counter_x),
        .counter_y(counter_y),
        .draw_frame(draw_points_p2_3)
    );
    frame #
    (
        .START_Y_LOC(START_Y_LOC),
        .END_Y_LOC(END_Y_LOC),
        .START_X_LOC(START_X_LOC_P2_4),
        .END_X_LOC(END_X_LOC_P2_4)
    )
    point_p2_4 (
        .clk(clk),
        .rst(1'b0),
        .counter_x(counter_x),
        .counter_y(counter_y),
        .draw_frame(draw_points_p2_4)
    );
    frame #
    (
        .START_Y_LOC(START_Y_LOC),
        .END_Y_LOC(END_Y_LOC),
        .START_X_LOC(START_X_LOC_P2_5),
        .END_X_LOC(END_X_LOC_P2_5)
    )
    point_p2_5 (
        .clk(clk),
        .rst(1'b0),
        .counter_x(counter_x),
        .counter_y(counter_y),
        .draw_frame(draw_points_p2_5)
    );
    assign draw_points = draw_points_p1_1 | draw_points_p1_2 | draw_points_p1_3 | draw_points_p1_4 | draw_points_p1_5 |
                         draw_points_p2_1 | draw_points_p2_2 | draw_points_p2_3 | draw_points_p2_4 | draw_points_p2_5;
endmodule
```
`run.sh`:
```
#!/bin/bash
# OpenROAD 26Q1-2900-gdf79404cd8, Yosys 0.63+post, stock flow scripts
make -C /OpenROAD-flow-scripts/flow DESIGN_CONFIG=/design/flow/config.mk WORK_HOME=/design/flow/orfs finish
```
==> summary.txt <==
Quick summary of the implementation run below.

The routed wire length came out at roughly 1900 um. The maximum fanout along the worst path came out at 1. TritonCTS built the clock tree. The post-route clock period utilization came out at slightly below 70%. The part of the power in combinational logic is under 10%. The final RePlAce weighted congestion is between 0.7 and 0.8. STA classifies the critical path endpoint as an output port. Leaving out fill and tap cells, the most frequent cells in the layout are 26 x dfxtp_1, 17 x clkdlybuf4s50_1, 8 x nor2_1.

The cell count listed in synth_stat.txt came out at slightly above 80. After routing, the total negative slack on setup checks comes to 0 ps. The number of warnings in the stage logs came out at 29. The total count of hold-check failures in the final report came out at 0. Traced cell by cell, the critical path runs through nor4_1, nand3_1, clkdlybuf4s50_1. The adder and majority gate portion of the synthesized area came out at 0%.

At the worst endpoint, the required time is 2320 ps. The average wire length per cell after detail routing came out at 8.10 um. met2 is the most crowded layer. The max-slew headroom at the worst pin came out at approximately 73%. The internal portion of the total power is roughly 0.00058 W. The clock transition at the registers of the reported paths came out at about 90 ps. The register area share after synthesis is between 50% and 60%. The number of iterations in the first detailed-routing pass came out at 4. The half-perimeter wire length of the detailed placement result is between 1000 and 1500 um. The number of antenna violations at the first check in global routing came out at 0. The met1 demand-to-capacity share in global routing came out at approximately 3.6%. The delay of the slowest cell on the worst path came out at 440 ps. The fraction of the core area occupied by cells at floorplan came out at ~9%. The final critical delay including setup and external delays came out at between 2000 and 2500 ps. The vertical die dimension reported for this design is approximately 120 um. Per the post-synthesis report, the number of cells in the design is between 80 and 90.

The number of clock buffers added by TritonCTS is 3. The area figure in the yosys stat output came out at approximately 890 sq um. On met3, the global router reports a usage of 0.283%.

The AND-OR/OR-AND share of the synthesized area came out at between 10% and 20%. The post-synthesis share of cell area spent on and, or, nand and nor gates came out at 28.3%. The width of the chip came out at between 100 and 150 um. The number of ports placed on the die boundary came out at 22. The final-report max-slew violation count is 0. STA puts the critical path data arrival time at around 1400 ps.

In this run the number of H-tree levels came out at 1. The routing usage on met2 came out at under 10%. The kind of launch point of the worst setup path is a flip-flop. The switching share of total power came out at a little under a fifth. The wire length of the first global-routing pass is a little over 3000 um. The diode insertion count for antenna repair came out at 0.

The worst-case reg-to-reg setup slack stands at about 1300 ps. IR analysis of the VDD net gives a maximum drop of about 0.00022 V. The count of yosys warnings during synthesis is 10.

The distinct cell type count of the synthesized netlist is 29. The total standard cell area after synthesis is about 900 sq um. The report lists the number of standard-cell rows as 36. Setup repair after global routing left no endpoint under its margin. In this build the clock could be raised as far as 498 MHz. Among the non-sequential cells, simple AND/OR/NAND/NOR gates take the most area. The buffers plus inverters on the worst setup path is 1.

The net switching power is roughly 0.00013 W. As reported, the later end of the worst-skew pair has a clock insertion delay of ~260 ps. The cell sitting at the root of the clock tree is a clkbuf_8. The detail route stage leaves a number of antenna-violating nets equal to 0. The largest individual stage delay along the critical path comes from the cell clkdlybuf4s50_1. The max-capacitance violation count is 0. The number of vias per cell after detailed routing came out at between 2 and 3. The share of total power in the clock network came out at around two fifths. The share of final-layout standard cells stronger than drive strength 1 is ~11%. The worst-case clock buffer depth is 2. Per the hold report, the tightest min-delay path originates at point_p2_5.counter_x_div[4].

The slew at the pin closest to its max-slew limit came out at ~400 ps. The buffers inserted during post-CTS setup optimization came out at 0. The total leakage power came out at roughly 0.43 nW. The xor and xnor area share after synthesis is 0%. Per the log, the first TritonRoute iteration ended with a DRC count of about 49. Per the timing report, the most critical flop-to-flop path finishes at point_p1_2.draw_frame.

The per-instance average area after synthesis is 11.0 sq um. Looking at the hold checks, the worst path lands on point_p1_4.draw_frame. The run finished with clean final reports. The area added between synthesis and finish came out at 43.9%. The sink count of the clock tree came out at 26. According to the hold report, the worst path is of the flip-flop to flip-flop type. The final setup violation count is 0. The count of buffers inserted at the top-level ports came out at 17.

The critical path is of the flip-flop to output port type. The startpoint of the lowest-slack register-to-register path is point_p2_5.counter_y_div[5]. Post-CTS repair changed the size of 0 cells. Global routing used 2.52% of the available tracks across all layers. The final clock skew is roughly 1.3 ps.

The pin count of the biggest net entering global routing came out at 16. After clock tree synthesis, the flow added hold-fix buffers numbering 0. The cell depth of the worst min-delay path came out at 2. The via count of the first global-routing pass is 628. Grouping stages by cell kind, the critical path spends the most delay in buffers and inverters. The depth of the worst register-to-register path is 4. The DRC violations left came out at 0. In this run the full chip footprint comes out at around 15,000 sq um. The part of the total power dissipated in sequential elements came out at between 50% and 60%. The synthesis stat section lists a flop and latch total of 26. The total power consumption of the routed design is approximately 0.0007 W. Per the GRT congestion report, total overflow comes to 0. The total number of vias is between 600 and 700. Of the post-synthesis cell area, the part taken by muxes is 0%. The top cell type in the final layout, fill and taps aside, is dfxtp_1. After floorplanning, the core was sized to cover 9860 sq um. Per the summary, power density relative to cell area is 560 nW/um^2.
cell families after synthesis:
family | Yosys count
AOI/OAI and AO/OA | 13
DFF | 26
buffers and inverters | 4
and+or+nand+nor | 38
worst reg2reg max path, stage by stage, from the launching register on:
cell and delay (ps):
dfxtp_1 310, or3_4 400, nor4b_4 330, nor4b_2 280
and3_1 190
layout make-up:
cell class              count  area (sq um)
inverters                   2          7.51
repair buffers             17           170
clock inverters             1          30.0
flip-flops and latches     26           520
clock buffers               3          41.3
multi-input cells          51           348
fillers                  1112          8580
well taps                 133           166
synth_stat cells (all sizes together):
cell type / number / area share (%)
inv: 2 / 0.84
nor2: 8 / 3.4
or3: 2 / 2.0
dfxtp: 26 / 58
and4: 2 / 2.2
nor3: 4 / 2.2
nor4: 2 / 1.4
o41ai: 1 / 0.98
a22o: 1 / 0.98
nand2: 4 / 1.7
o21ai: 1 / 0.56
nand4b: 2 / 2.0
and3: 2 / 1.4
o31ai: 3 / 2.5
or2b: 2 / 2.0
nor2b: 3 / 2.1
nor4b: 2 / 4.3
o2111ai: 1 / 0.98
nand2b: 2 / 1.4
a32oi: 1 / 0.98
buf: 1 / 1.3
o21bai: 1 / 0.84
nand3: 1 / 0.56
a21oi: 3 / 1.7
nor3b: 2 / 1.7
o311a: 1 / 1.1
clkbuf: 1 / 0.56
state kept, by name, indices dropped and copies added, names as in the netlist:
name / count
point_p1_3.draw_frame: 1
point_p2_5.draw_frame: 1
point_p2_5.counter_y_div: 8
point_p2_5.counter_x_div: 8
point_p1_4.draw_frame: 1
point_p2_2.draw_frame: 1
point_p1_1.draw_frame: 1
point_p2_4.draw_frame: 1
point_p2_3.draw_frame: 1
point_p1_5.draw_frame: 1
point_p1_2.draw_frame: 1
point_p2_1.draw_frame: 1
power groups by stage:
stage	clock network [W]	logic [W]	registers, W
after CTS	0.000302	0.0000465	0.000383
after global routing	0.000316	0.0000506	0.000385
final	0.000290	0.0000456	0.000383
per-stage QoR:
step / setup slack [ps] / util, % / instance area [sq um] / cells / hold slack (ps)
6_report: 894 / 13.0 / 1280 / 233 / 561
5_1_grt: 743 / 13.0 / 1280 / 233 / 586
3_5_place_dp: 1140 / 12.3 / 1210 / 229 / 553
3_3_place_gp: 1140 / 12.3 / 1210 / 229 / 549
4_1_cts: 837 / 13.0 / 1280 / 233 / 566
2_1_floorplan: 1470 / - / 892 / 81 / 488
how the worst max path moves through the flow:
| stage | cells past startpoint | startpoint | to |
|---|---|---|---|
| 6_report | 3 | point_p1_2.draw_frame | draw_points |
| 5_1_grt | 3 | point_p1_2.draw_frame | draw_points |
| 4_1_cts | 3 | point_p1_2.draw_frame | draw_points |
layer usage:
| layer | wire length [um] | vias up |
|---|---|---|
| met5 | 0 | - |
| met4 | 40 | 0 |
| met3 | 30 | 2 |
| met2 | 887 | 14 |
| met1 | 928 | 302 |
| li1 | - | 334 |
Power figures rest on the tool's default switching activity, not on a simulated workload.
