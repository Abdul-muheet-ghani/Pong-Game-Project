==> flow/design.v <==
module uart_rx #(
    parameter DELAY_FRAMES = 217  
)
(
    input clk25MHz,
    input uart_rx,
    output reg [7:0]dataIn
);
localparam HALF_DELAY_WAIT = (DELAY_FRAMES / 2);
reg [3:0] rxState = 0;
reg [12:0] rxCounter = 0;
reg [1:0] cnt = 0;
reg [2:0] rxBitNumber = 0;
reg byteReady = 0;
localparam RX_STATE_IDLE = 0;
localparam RX_STATE_START_BIT = 1;
localparam RX_STATE_READ_WAIT = 2;
localparam RX_STATE_READ = 3;
localparam RX_STATE_STOP_BIT = 5;
localparam WAIT_STATE_AFTER_RECEIVE = 6;
always @(posedge clk25MHz) begin
    case (rxState)
        RX_STATE_IDLE: begin
            if (uart_rx == 0) begin
                rxState <= RX_STATE_START_BIT;
                rxCounter <= 1;
                rxBitNumber <= 0;
                byteReady <= 0;
            end
        end 
        RX_STATE_START_BIT: begin
            if (rxCounter == HALF_DELAY_WAIT) begin
                rxState <= RX_STATE_READ_WAIT;
                rxCounter <= 1;
            end else 
                rxCounter <= rxCounter + 1;
        end
        RX_STATE_READ_WAIT: begin
            rxCounter <= rxCounter + 1;
            if ((rxCounter + 1) == DELAY_FRAMES) begin
                rxState <= RX_STATE_READ;
            end
        end
        RX_STATE_READ: begin
            rxCounter <= 1;
            dataIn <= {uart_rx, dataIn[7:1]};
            rxBitNumber <= rxBitNumber + 1;
            if (rxBitNumber == 3'b111)
                rxState <= RX_STATE_STOP_BIT;
            else
                rxState <= RX_STATE_READ_WAIT;
        end
        RX_STATE_STOP_BIT: begin
            rxCounter <= rxCounter + 1;
            if ((rxCounter + 1) == DELAY_FRAMES) begin
                rxState <= WAIT_STATE_AFTER_RECEIVE;
                rxCounter <= 0;
                byteReady <= 1;
            end
        end
        WAIT_STATE_AFTER_RECEIVE: begin
            if(cnt == 1) begin
                rxState <= RX_STATE_IDLE;
                dataIn <= 8'd0;
                cnt   <= 2'd0;
                    end
            else begin
                cnt <= cnt + 1;
                rxState <= WAIT_STATE_AFTER_RECEIVE;
            end
        end
    endcase
end
endmodule
module uart_top
(
    input  clk25MHz,
    input  uart_rx,
    input  button1,
    output uart_tx,
    output reg btn1,
    output reg btn2,
    output reg btn3,
    output reg btn4,
    output reg rst,
    output [5:0] led
);
    wire [7:0] data_recieve;
    uart_rx u_uart_rx
    (
        .clk25MHz(clk25MHz),
        .uart_rx(uart_rx),
        .dataIn(data_recieve)
    );
    uart_tx u_uart_tx
    (
        .clk(clk25MHz),
        .uart_tx(uart_tx),
        .btn1(button1),
        .dataIn(data_recieve),
        .led(led)
    );
    always@ (*)
    begin
        if(data_recieve == "a") btn1 = 1;
        else btn1 = 0;
        if(data_recieve == "q") btn2 = 1;
        else btn2 = 0;
        if(data_recieve == "l") btn3 = 1;
        else btn3 = 0;
        if(data_recieve == "p") btn4 = 1;
        else btn4 = 0;
        if(data_recieve == "b") rst = 1;
        else rst = 0;
    end
endmodule
module uart_tx #(
    parameter DELAY_FRAMES = 234  
)
(
    input  clk,
    input  btn1,
    input [7:0] dataIn,
    output uart_tx,
    output reg [5:0] led
);
reg [3:0] txState = 0;
reg [24:0] txCounter = 0;
reg [7:0] dataOut = 0;
reg txPinRegister = 1;
reg [2:0] txBitNumber = 0;
reg [3:0] txByteCounter = 0;
assign uart_tx = txPinRegister;
localparam MEMORY_LENGTH = 12;
reg [7:0] testMemory [MEMORY_LENGTH-1:0];
always @(posedge clk) begin
        led <= ~dataIn[2:0];
        testMemory[0] <= dataIn;
end
initial begin
    testMemory[0] = "L";
    testMemory[1] = "u";
    testMemory[2] = "s";
    testMemory[3] = "h";
    testMemory[4] = "a";
    testMemory[5] = "y";
    testMemory[6] = " ";
    testMemory[7] = "L";
    testMemory[8] = "a";
    testMemory[9] = "b";
    testMemory[10] = "s";
    testMemory[11] = " ";
end
localparam TX_STATE_IDLE = 0;
localparam TX_STATE_START_BIT = 1;
localparam TX_STATE_WRITE = 2;
localparam TX_STATE_STOP_BIT = 3;
localparam TX_STATE_DEBOUNCE = 4;
always @(posedge clk) begin
    case (txState)
        TX_STATE_IDLE: begin
            if (btn1 == 0) begin
                txState <= TX_STATE_START_BIT;
                txCounter <= 0;
                txByteCounter <= 0;
            end
            else begin
                txPinRegister <= 1;
            end
        end 
        TX_STATE_START_BIT: begin
            txPinRegister <= 0;
            if ((txCounter + 1) == DELAY_FRAMES) begin
                txState <= TX_STATE_WRITE;
                dataOut <= testMemory[txByteCounter];
                txBitNumber <= 0;
                txCounter <= 0;
            end else 
                txCounter <= txCounter + 1;
        end
        TX_STATE_WRITE: begin
            txPinRegister <= dataOut[txBitNumber];
            if ((txCounter + 1) == DELAY_FRAMES) begin
                if (txBitNumber == 3'b111) begin
                    txState <= TX_STATE_STOP_BIT;
                end else begin
                    txState <= TX_STATE_WRITE;
                    txBitNumber <= txBitNumber + 1;
                end
                txCounter <= 0;
            end else 
                txCounter <= txCounter + 1;
        end
        TX_STATE_STOP_BIT: begin
            txPinRegister <= 1;
            if ((txCounter + 1) == DELAY_FRAMES) begin
                if (txByteCounter == MEMORY_LENGTH - 1) begin
                    txState <= TX_STATE_DEBOUNCE;
                end else begin
                    txByteCounter <= txByteCounter + 1;
                    txState <= TX_STATE_START_BIT;
                end
                txCounter <= 0;
            end else 
                txCounter <= txCounter + 1;
        end
        TX_STATE_DEBOUNCE: begin
            if (txCounter == 23'b111111111111111111) begin
                if (btn1 == 1) 
                    txState <= TX_STATE_IDLE;
            end else
                txCounter <= txCounter + 1;
        end
    endcase      
end
endmodule
==> flow/run.sh <==
#!/bin/bash
# OpenROAD 26Q1-2900-gdf79404cd8, Yosys 0.63+post, stock flow scripts
make -C /OpenROAD-flow-scripts/flow DESIGN_CONFIG=/design/flow/config.mk WORK_HOME=/design/flow/orfs finish
==> flow/config.mk <==
export PLATFORM = sky130hd
export DESIGN_NAME = uart_top
export DESIGN_NICKNAME = uart_top
export VERILOG_FILES = /design/flow/design.v
export SDC_FILE = /design/flow/constraint.sdc
export NUM_CORES = 4
export LEC_CHECK = 1
export CORE_UTILIZATION = 50
==> flow/constraint.sdc <==
current_design uart_top

set clk_period 4.5
set clk_io_pct 0.2

create_clock -name clk0 -period $clk_period [get_ports {clk25MHz}]

set non_clock_inputs [all_inputs -no_clocks]
set_input_delay [expr $clk_period * $clk_io_pct] -clock clk0 $non_clock_inputs
set_output_delay [expr $clk_period * $clk_io_pct] -clock clk0 [all_outputs]
==> run summary <==
The layout was made with Yosys and OpenROAD.

The flow ran to the end, and the final reports show no timing, DRC or antenna violations. The worst setup path is captured at a register. The worst register-to-register path begins at u_uart_tx.txCounter[0]. The number of flops mapped to enable cells by yosys is ~73. For flop-to-flop paths, the worst setup slack is between 0.7 and 0.8 ns.

The gate count of the mapped netlist is 486. The number of antenna violations at the first check in global routing is 0. The most frequently used flop master after synthesis is edfxtp_1. The initial core utilization is 0.525. The port buffer count is 11. The filler cell count is 812.

Hold repair after CTS inserted 0 buffers. The DRC violation total after the first TritonRoute iteration is around 110. Per the layout area report, the register area comes to approximately 2400 µm².

The cell count listed in synth_stat.txt is ~490. The root buffer selected by CTS is clkbuf_8. In this run the layout overhead on the synthesized area is reported as 7.04%. The hold-critical path endpoint is u_uart_tx.testMemory[0][5]. 15 I/O pins were placed. The tally of yosys warning messages is 4. The number of instances resized during post-cts repair is 0. The half-perimeter wire length after detailed placement is approximately 5.9 mm. The path class of the lowest-slack min-delay path is reg -> reg. STA classifies the critical path startpoint as a register.

The number of detailed-route iterations in the first pass is 4. The CTS log lists the clock sinks for this run as 84. After routing, the total negative slack on setup checks comes to 0 ns. Per the final layout report, the fraction of cells sized above drive strength 1 comes to 0.0915. According to the floorplan report, the die height is roughly 100 µm. Yosys reports a chip area of 4940 µm². Per the power-grid run, VDD falls by no more than between 0.3 and 0.4 mV.

The startpoint-to-endpoint class of the critical path is reg -> reg. The worst clock skew is 0.0107 ns. The max-capacitance violation count is 0. According to the floorplan report, the placeable core area is between 9000 and 10000 µm². The depth of the CTS H-tree is 3. Per the detailed-route log, wirelength across all metal layers totals roughly 8.4 mm.

For the worst flop-to-flop path, the logic depth is 8. The die span in x is roughly 100 µm. For reference, the placement row count at floorplan is 35. The OpenROAD warning count is 31. The global route stage reports its total congestion overflow as 0. The hold-critical path depth is 0. The leakage power figure is ~1.8 nW.

The clock tree from TritonCTS is done. The share of flip-flops with an asynchronous set or reset after synthesis is 0. The ratio of total power to cell area is roughly 420 nW/µm².

The final critical path time including I/O delays and setup is roughly 3.7 ns. The clock insertion delay at the later pin of the skew report is roughly 0.35 ns. For reference, the final report shows the max-slew violation count at 0. The first global-routing pass estimated around 14 mm of wire. The final estimated routing congestion in global placement is 0.905. The final critical-path share of the clock period is 0.833. The final antenna diode tally reported by the flow is 0.

Once routing completed, OpenROAD measured the worst setup slack at 0.753 ns. The startpoint of the most critical hold path is u_uart_rx.dataIn[5]. The gate-level netlist out of Yosys references 63 unique cell types. The number of endpoints with negative hold slack in the final report is 0. The number of buffers inserted by post-CTS setup repair is 0.

The via count of the first global-routing pass is 3120. The script logs the ratio of routed vias to standard cells as ~5.4. Setup repair after global routing left no endpoint under its margin. On the critical path the data arrives at ~3.7 ns. The count of nets left with antenna violations once routing finished came out at 0.

The deepest clock path buffer count is 2. The setup-violating endpoint count in the final report is 0. The clock transition at the register clock pins on the worst setup and hold paths after CTS is 0.09 ns. The flip-flop and latch count after synthesis is approximately 84. Entering global routing, the biggest net connects 27 pins.

The mean cell area of the mapped netlist is about 10 µm². The mapped netlist covers between 4000 and 5000 µm². The post-detailed-route DRC marker count is 0. Dividing the detail-routed wire length by the instance count gives between 10 and 15 µm. The highest clock rate this design can be run at is 267 MHz. The worst slew slack as a fraction of its limit is 0.460. Per Yosys stat, the portion of area used by sequential elements is 0.488. Summing all multi-input logic gate instances after layout gives ~2300 µm². Looking at the max-slew report, the worst-margin pin has a slew of 0.802 ns.

According to the floorplan report, the total die area is between 10000 and 15000 µm². Timing analysis after detailed placement gives a worst setup slack of slightly below 0.8 ns. Across all layers, the routed design uses 3375 vias. The clock buffer count from CTS is 9. The biggest fanout along the worst timing path is 8. Summed over all routing layers, the global router reports a total usage of 0.185. The endpoint required time on the critical path is 4.49 ns. The capture point of the worst reg-to-reg path is u_uart_tx.dataOut[1].
## sequential cells by signal (all words and copies together), names as in the netlist
register	flops
u_uart_rx.cnt	2
u_uart_rx.dataIn	8
u_uart_rx.rxBitNumber	3
u_uart_rx.rxCounter	13
u_uart_rx.rxState	3
u_uart_tx.dataOut	8
u_uart_tx.led	3
u_uart_tx.testMemory	8
u_uart_tx.txBitNumber	3
u_uart_tx.txByteCounter	4
u_uart_tx.txCounter	25
u_uart_tx.txPinRegister	1
u_uart_tx.txState	3
## metal layers
layer	global-route usage	vias to the layer above	wire length, µm	part of all wire
met5	0	-	0	0
met4	0.0134	0	76	0.0091
met3	0.0350	6	294	0.035
met2	0.285	42	3830	0.46
met1	0.309	1573	4150	0.50
li1	-	1754	-	-
## cell type report
type                    instances  share of cell area
clock buffers                   9              0.0234
inverters                      20              0.0142
repair buffers                 13              0.0237
well taps                     129              0.0305
clock inverters                 7             0.00970
multi-input cells             359               0.442
flip-flops and latches         84               0.456
## worst max path at each step
stage	end	slack [ns]	start	cells past startpoint
final	u_uart_tx.dataOut[1]	0.75	u_uart_tx.txCounter[0]	8
after global routing	u_uart_tx.dataOut[0]	0.36	u_uart_tx.txCounter[0]	8
after CTS	u_uart_tx.dataOut[2]	0.77	u_uart_tx.txCounter[0]	8
## worst max-delay path: stages, from the launching register on
cell	delay, ns
edfxtp_1	0.49
ha_1	0.29
nand4_1	0.22
nor4_1	0.72
nand2b_1	0.24
mux2_2	0.28
a31oi_1	0.07
nor4_4	0.50
nor2b_1	0.58
## where the power goes
part	internal, W	switching [W]	total, W
Sequential	0.00107	0.000167	0.00124
Combinational	0.000223	0.000266	0.000490
Clock	0.000202	0.000279	0.000482
Total	0.00150	0.000712	0.00221
## cell usage in the layout, fill, tap and decap left out, drive strengths merged, types with 3 or more instances in the layout
master and n:
nor3 23, nor4b 5, xor2 15, o21a 6, and2 13, mux2 4, nor2 60, or4 3
xnor2 24, conb 3, inv 21, clkdlybuf4s50 11, dfxtp 11, nor4 7, and3 10, a31oi 3
or2 7, clkbuf 9, a21oi 18, and4 4, clkinv 4, a31o 3, nand2b 8, nor3b 3
ha 14, edfxtp 73, nand2 32, nand3 12, nand4 14, nor2b 12, a22o 3, o21ai 21
or3 4
## cells by family (layout without fill, tap and decap cells)
logic type,Yosys count,in the layout,share of synthesized area
simple gates,222,222,0.247
xor+xnor,39,39,0.0692
mux,8,8,0.0223
other cells,1,3,0.000759
flops,84,84,0.488
buf+inv,45,49,0.0413
fa+ha+maj,14,14,0.0355
compound gates,73,73,0.0955
## cell usage after synthesis (3+ instances only)
master | number | area [µm²]
a21oi_1 | 18 | 90.1
a22o_1 | 3 | 26.3
a31o_2 | 3 | 26.3
a31oi_1 | 3 | 18.8
and2_1 | 13 | 81.3
and3_1 | 10 | 62.6
and4_1 | 4 | 35.0
buf_2 | 4 | 20.0
buf_4 | 3 | 22.5
clkbuf_1 | 11 | 41.3
clkbuf_2 | 3 | 15.0
dfxtp_1 | 11 | 220
edfxtp_1 | 73 | 2190
ha_1 | 14 | 175
inv_1 | 20 | 75.1
mux2_2 | 4 | 45.0
nand2_1 | 32 | 120
nand2b_1 | 8 | 50.1
nand3_1 | 11 | 55.1
nand4_1 | 12 | 75.1
nor2_1 | 60 | 225
nor2b_1 | 12 | 75.1
nor3_1 | 23 | 115
nor3b_1 | 3 | 22.5
nor4_1 | 5 | 31.3
nor4b_1 | 5 | 43.8
o21a_1 | 4 | 30.0
o21ai_0 | 21 | 105
or2_2 | 7 | 43.8
or3_1 | 3 | 18.8
xnor2_1 | 24 | 210
xor2_1 | 15 | 131
## stage by stage
step	utilization	instances	cell area [µm²]	hold WS, ns	power, W
after global routing	0.561	621	5290	0.429	0.00236
after detailed placement	0.543	605	5110	0.399	0.00175
after CTS	0.561	621	5290	0.418	0.00224
final	0.561	621	5290	0.428	0.00221
after floorplan	-	488	4950	0.354	0.00161
after global placement	0.543	605	5110	0.390	0.00174
No activity file was given, so power comes from the tool's default toggle rates.
