==> flow/design.v <==
`timescale 1ns / 1ps
module ball(
    input wire clk,
    input wire rst,
    input wire [5:0] counter_x,
    input wire [5:0] counter_y,
    output reg [5:0] loc_ball_x,
    output reg [5:0] loc_ball_y,
    output reg draw_ball
  );
  parameter START_X_LOC = 36;
  parameter START_Y_LOC = 27;
  parameter BALL_SPEED = 1250000;
  reg [31:0] ball_speed_coun = 0;
  reg       loc_x = 1;
  reg       loc_y = 1;
  reg [5:0] count_x   = START_X_LOC;
  reg [5:0] count_y   = START_Y_LOC;
  reg       cnt;
  always@(posedge clk)
  begin
    if(ball_speed_coun == BALL_SPEED)
    begin
        ball_speed_coun <= 'b0;
    end
    else
    begin
        ball_speed_coun <= ball_speed_coun + 1;
    end
  end
  always@(posedge rst)
  begin
    cnt <= ~cnt;
  end
  always@(posedge clk)
  begin
    if(cnt)
    begin
        count_x <= START_X_LOC;
        count_y <= START_Y_LOC;
    end
    else if(ball_speed_coun == BALL_SPEED)
    begin
        if(loc_x)
        begin
            count_x <= count_x - 1;
        end
        else 
        begin
            count_x <= count_x + 1;
        end
        if(loc_y)
            begin
                count_y <= count_y - 1;
            end
            else 
            begin
                count_y <= count_y + 1;
            end
    end
    loc_ball_x <= count_x;
    loc_ball_y <= count_y;
  end
  always@(*)
  begin
      if(count_x == 10'd36)
      begin
          loc_x = 1;
      end
      else if (count_x == 10'd3)
      begin
          loc_x = 0;
      end
  end
    always @(*)
    begin
      if(count_y == 10'd27)
      begin
          loc_y = 1;
      end
      else if (count_y == 10'd6)
      begin
          loc_y = 0;
      end
    end
  always@(posedge clk)
  begin
    if(counter_x >= count_x && (counter_x <= count_x + 1) && 
       counter_y >= count_y && (counter_y <= count_y + 1))
    begin
        draw_ball <= 1'b1;
    end
    else
    begin
        draw_ball <= 1'b0;
    end
  end
endmodule
==> flow/run.sh <==
#!/bin/bash
# OpenROAD 26Q1-2900-gdf79404cd8, Yosys 0.63+post, stock flow scripts
make -C /OpenROAD-flow-scripts/flow DESIGN_CONFIG=/design/flow/config.mk WORK_HOME=/design/flow/orfs finish
==> flow/config.mk <==
export PLATFORM = sky130hd
export DESIGN_NAME = ball
export DESIGN_NICKNAME = ball
export VERILOG_FILES = /design/flow/design.v
export SDC_FILE = /design/flow/constraint.sdc
export NUM_CORES = 4
export LEC_CHECK = 1
export CORE_UTILIZATION = 30
==> flow/constraint.sdc <==
current_design ball

set clk_period 4.3
set clk_io_pct 0.2

create_clock -name clk0 -period $clk_period [get_ports {clk}]
create_clock -name clk1 -period $clk_period [get_ports {rst}]

set non_clock_inputs [all_inputs -no_clocks]
set_input_delay [expr $clk_period * $clk_io_pct] -clock clk0 $non_clock_inputs
set_output_delay [expr $clk_period * $clk_io_pct] -clock clk0 [all_outputs]
==> results.yml <==
# generated from flow reports
power:
  p_leak_nw: 1.46
  power.switching_mw: 0.218
  power_density_nw_per_um2: 296
  vdd_drop_max_uv: 113
  power_mw: 1.11
  p_clk_share_pct: 49.3
  seq_power_share_pct: 48.3
  p_comb_share_pct: 2.4
  intPower_mw: 0.895
  swShare_pct: 19.6
clock_tree:
  postCtsSetupRepairBufs: 0
  ctsResizeCount: 0
  cts_tree: "yes"
  h-tree-depth: 3
  clk_path_buf_depth: 2
  clk_pin_slew_ns: 0.07
  clock-root-buffer: "clkbuf_8"
  cts_hold_buf: 0
  cts-buffers-inserted: 9
routing:
  firstDrtPassIters: 4
  diodes: 0
  drt_iter0_markers: 80
  avgRoutedWirePerCell_um: 11.5
  vias: 2382
  drcViolationCount: 0
  wirelength_um: 5900
  drtAntennaViolNets: 0
  drt-vias-per-instance: 4.66
global_route:
  antenna_found_initial: 0
  grt_pass1_wl_um: 10400
  track_usage_pct: 11.6
  gr-total-overflow: 0
  grt_pass1_vias: 2263
  grt_max_degree: 19
cells_and_area:
  drive_gt1_share_pct: 6.93
  area_growth_pct: 19.1
  utilization_pct: 36.6
place:
  placement.io_buffers: 25
  dp_slack_ns: 1.78
  gp_congestion: 0.850
  hpwl_um: 4430
synth:
  ys_warn_count: 1
  yosys_cells: 341
  ff_type: "dfxtp_1"
  yosysChipArea_um2: 3160
  postSynthCellCount: 341
  synth.distinct_cells: 47
  edf_count: 0
  synth.cell_area_um2: 3160
  syn_area_per_cell_um2: 9.26
  ys_ff: 60
  async_reset_ff_share_pct: 0
worst_setup_path:
  cp.required_ns: 4.51
  critPathArrivalTime_ns: 2.56
  worstSetupPathType: "flop to flop"
  crit_path_end_kind: "flop"
  startpoint_type: "flop"
  path_max_fanout: 18
final_timing:
  rsz0062_at_grt: "no"
  hold_ws_ns: 0.173
  hold_violations: 0
  tightest_slew_ns: 0.769
  setup_tns_ns: 0
  clock_skew_ns: 0.0104
  untimed_endpoints: 2
  unclocked_pins: 2
  slew_violations: 0
  setup_ws_ns: 1.96
  max_slew_margin_pct: 48.6
  setup_viol_count_final: 0
die:
  ios: 27
  dieWidth_um: 105
  die_y_um: 105
  die_area_um2: 10900
  initCoreUtil_pct: 30.7
  coreArea_um2: 10300
  rows: 37
run_status:
  status: "finished, final reports clean"
run:
  maxCapViolations: 0
  tool_warnings: 34
min_path:
  hold_path.class: "flop to flop"
[cell usage after synthesis, types with 2 or more instances]
library cell / number / area (um^2)
o21bai_1: 2 / 15.0
a31oi_1: 2 / 12.5
a21o_1: 4 / 30.0
a211oi_1: 5 / 37.5
nor4b_1: 2 / 17.5
or3_1: 4 / 25.0
nor4_1: 9 / 56.3
buf_2: 3 / 15.0
nor2_1: 29 / 109
o21a_1: 2 / 15.0
a21oi_1: 7 / 35.0
xor2_1: 18 / 158
dfxtp_1: 58 / 1160
dlxtn_1: 2 / 30.0
nand2_1: 27 / 101
o21ai_0: 4 / 20.0
nand4_1: 10 / 62.6
inv_1: 21 / 78.8
o22ai_1: 2 / 12.5
and4_1: 3 / 26.3
nor4bb_1: 2 / 20.0
nand3_1: 23 / 115
clkbuf_1: 3 / 11.3
or2_2: 2 / 12.5
and3_1: 4 / 25.0
nor2b_1: 4 / 25.0
xnor2_1: 31 / 272
nor3_1: 6 / 30.0
nand4_2: 2 / 25.0
mux2i_1: 2 / 20.0
ha_1: 32 / 400
[routing by layer]
layer,share of wire [%],up-vias,wire [um],global-route usage [%]
met4,1.4,0,85,1.91
met5,0,-,0,0
met2,42,31,2490,17.6
met1,54,1084,3170,17.9
met3,2.6,6,155,1.65
li1,-,1261,-,-
[power groups by stage]
stage / clock network (mW) / logic (mW) / registers [mW]
CTS: 0.560 / 0.0273 / 0.537
global route: 0.588 / 0.0307 / 0.537
finish: 0.549 / 0.0270 / 0.537
[final timing paths]
path,from,endpoint,slack [ns],depth (start not counted)
setup / recovery,ball_speed_coun[0],count_y[1],1.96,7
hold / removal,cnt,count_x[3],0.17,1
setup reg to reg,ball_speed_coun[0],count_y[1],1.96,7
hold reg to reg,cnt,count_x[3],0.17,1
max in group clk1,cnt,cnt,3.52,1
min in group clk1,cnt,cnt,0.63,1
[flip-flops by register name (all words and copies together) (netlist names), 6 cells and up]
signal / flops
ball_speed_coun: 32
count_y: 6
count_x: 6
loc_ball_x: 6
loc_ball_y: 6
[worst max-delay path, cell delays in order (launching register included)]
cell      delay, ns
dfxtp_1        0.35
inv_1          0.07
ha_1           0.14
nor4bb_1       0.25
nand4_2        0.33
nor3_4         0.75
mux2i_1        0.26
nand2_1        0.06
[cells by family (layout without fill, tap and decap cells)]
logic type | count (synthesis) | count (layout) | synth area share, %
multiplexers | 2 | 2 | 0.634
buffers and inverters | 28 | 62 | 3.68
XOR/XNOR | 49 | 49 | 13.6
AND-OR/OR-AND | 35 | 35 | 8.40
adder cells (fa/ha/maj) | 32 | 32 | 12.7
latches | 2 | 2 | 0.951
flip-flops | 58 | 58 | 36.8
AND/OR/NAND/NOR | 135 | 135 | 23.3
[final cells by class]
cell class              count  area, um^2
flip-flops and latches     60        1190
clock inverters             5        78.8
fillers                  1037        6520
repair buffers             25         250
multi-input cells         253        1850
well taps                 136         170
clock buffers              11         141
inverters                  21        78.8
[cell usage in the layout, fill, tap and decap left out, drive strengths merged, types with 4 or more instances in the layout]
cell            n
dfxtp          58
a21o            4
a211oi          5
xor2           18
nor2b           4
ha             32
inv            21
clkdlybuf4s50  25
nor2           29
nor4           10
a21oi           7
nor3            7
o21ai           4
and3            4
xnor2          31
clkbuf         11
nand3          24
nand2          27
or3             5
nand4          12
[stage by stage]
step | std cells | instance area (um^2)
2_1_floorplan | 341 | 3160
3_3_place_gp | 495 | 3540
3_5_place_dp | 495 | 3540
4_1_cts | 511 | 3760
5_1_grt | 511 | 3760
6_report | 511 | 3760
Power and IR drop assume default switching activity.
